==> design/flow/design.v <==
module full_adder(
    input a,
    input b,
    input cin,
    output sum,
    output cout
);
    assign sum = a ^ b ^ cin;
    assign cout = (a & b) | (b & cin) | (a & cin);
endmodule
module adder_subtractor_8bit(
    input [7:0] a,
    input [7:0] b,
    input mode,
    output [7:0] sum,
    output cout,
    output overflow
);
    wire [7:0] b_xor;
    wire [7:0] carry;
    assign b_xor = b ^ {8{mode}};
    full_adder fa0 (.a(a[0]), .b(b_xor[0]), .cin(mode), .sum(sum[0]), .cout(carry[0]));
    full_adder fa1 (.a(a[1]), .b(b_xor[1]), .cin(carry[0]), .sum(sum[1]), .cout(carry[1]));
    full_adder fa2 (.a(a[2]), .b(b_xor[2]), .cin(carry[1]), .sum(sum[2]), .cout(carry[2]));
    full_adder fa3 (.a(a[3]), .b(b_xor[3]), .cin(carry[2]), .sum(sum[3]), .cout(carry[3]));
    full_adder fa4 (.a(a[4]), .b(b_xor[4]), .cin(carry[3]), .sum(sum[4]), .cout(carry[4]));
    full_adder fa5 (.a(a[5]), .b(b_xor[5]), .cin(carry[4]), .sum(sum[5]), .cout(carry[5]));
    full_adder fa6 (.a(a[6]), .b(b_xor[6]), .cin(carry[5]), .sum(sum[6]), .cout(carry[6]));
    full_adder fa7 (.a(a[7]), .b(b_xor[7]), .cin(carry[6]), .sum(sum[7]), .cout(carry[7]));
    assign cout = carry[7];
    assign overflow = carry[7] ^ carry[6];
endmodule
module binary_to_bcd_14bit(
    input [13:0] binary,   
    output reg [3:0] thousands,
    output reg [3:0] hundreds,
    output reg [3:0] tens,
    output reg [3:0] ones
);
    integer i;
    always @(*) begin
        thousands = 4'd0;
        hundreds = 4'd0;
        tens = 4'd0;
        ones = 4'd0;
        for (i = 13; i >= 0; i = i - 1) begin
            if (thousands >= 5)
                thousands = thousands + 3;
            if (hundreds >= 5)
                hundreds = hundreds + 3;
            if (tens >= 5)
                tens = tens + 3;
            if (ones >= 5)
                ones = ones + 3;
            thousands = {thousands[2:0], hundreds[3]};
            hundreds = {hundreds[2:0], tens[3]};
            tens = {tens[2:0], ones[3]};
            ones = {ones[2:0], binary[i]};
        end
    end
endmodule
module seven_segment_decoder(
    input [3:0] digit,
    input is_minus,
    output reg [6:0] segments
);
    always @(*) begin
        if (is_minus) begin
            segments = 7'b0111111;   
        end else begin
            case(digit)
                4'd0: segments = 7'b1000000;
                4'd1: segments = 7'b1111001;
                4'd2: segments = 7'b0100100;
                4'd3: segments = 7'b0110000;
                4'd4: segments = 7'b0011001;
                4'd5: segments = 7'b0010010;
                4'd6: segments = 7'b0000010;
                4'd7: segments = 7'b1111000;
                4'd8: segments = 7'b0000000;
                4'd9: segments = 7'b0010000;
                default: segments = 7'b1111111;
            endcase
        end
    end
endmodule
module display_multiplexer(
    input clk,
    input [3:0] digit0,
    input [3:0] digit1,
    input [3:0] digit2,
    input [3:0] digit3,
    input show_minus,
    output reg [3:0] an,
    output [6:0] seg
);
    reg [1:0] refresh_counter;
    reg [16:0] clock_divider;
    reg [3:0] current_digit;
    reg current_is_minus;
    always @(posedge clk) begin
        clock_divider <= clock_divider + 1;
        if (clock_divider == 0) begin
            refresh_counter <= refresh_counter + 1;
        end
    end
    always @(*) begin
        case(refresh_counter)
            2'b00: begin
                an = 4'b1110;
                current_digit = digit0;
                current_is_minus = 1'b0;
            end
            2'b01: begin
                an = 4'b1101;
                current_digit = digit1;
                current_is_minus = 1'b0;
            end
            2'b10: begin
                an = 4'b1011;
                current_digit = digit2;
                current_is_minus = 1'b0;
            end
            2'b11: begin
                an = 4'b0111;
                current_digit = digit3;
                current_is_minus = show_minus;
            end
        endcase
    end
    seven_segment_decoder decoder(
        .digit(current_digit),
        .is_minus(current_is_minus),
        .segments(seg)
    );
endmodule
module top_basys3(
    input clk,
    input [15:0] sw,
    input btnU,
    output [9:0] led,
    output [6:0] seg,
    output [3:0] an
);
    wire [7:0] a;
    wire [7:0] b;
    wire mode;
    wire [7:0] result;
    wire cout;
    wire overflow;
    wire [8:0] full_result;
    wire [13:0] magnitude;   
    wire is_negative;
    wire [3:0] thousands;
    wire [3:0] hundreds;
    wire [3:0] tens;
    wire [3:0] ones;
    assign a = sw[15:8];
    assign b = sw[7:0];
    assign mode = btnU;
    adder_subtractor_8bit adder_sub(
        .a(a),
        .b(b),
        .mode(mode),
        .sum(result),
        .cout(cout),
        .overflow(overflow)
    );
    assign is_negative = mode & ~cout;
    assign full_result = {cout, result};
    wire [7:0] negated_result;
    assign negated_result = ~result + 8'd1;
    assign magnitude = is_negative ? {6'd0, negated_result} : {5'd0, full_result};
    binary_to_bcd_14bit bcd_converter(
        .binary(magnitude),
        .thousands(thousands),
        .hundreds(hundreds),
        .tens(tens),
        .ones(ones)
    );
    display_multiplexer display(
        .clk(clk),
        .digit0(ones),
        .digit1(tens),
        .digit2(hundreds),
        .digit3(thousands),
        .show_minus(is_negative),
        .an(an),
        .seg(seg)
    );
    assign led[7:0] = result;
    assign led[8] = cout;
    assign led[9] = overflow;
endmodule
==> design/flow/constraint.sdc <==
current_design top_basys3

set clk_period 11.0
set clk_io_pct 0.2

create_clock -name clk0 -period $clk_period [get_ports {clk}]

set non_clock_inputs [all_inputs -no_clocks]
set_input_delay [expr $clk_period * $clk_io_pct] -clock clk0 $non_clock_inputs
set_output_delay [expr $clk_period * $clk_io_pct] -clock clk0 [all_outputs]
==> design/flow/run.sh <==
#!/bin/bash
# OpenROAD 26Q1-2900-gdf79404cd8, Yosys 0.63+post, stock flow scripts
make -C /OpenROAD-flow-scripts/flow DESIGN_CONFIG=/design/flow/config.mk WORK_HOME=/design/flow/orfs finish
==> design/flow/config.mk <==
export PLATFORM = sky130hd
export DESIGN_NAME = top_basys3
export DESIGN_NICKNAME = top_basys3
export VERILOG_FILES = /design/flow/design.v
export SDC_FILE = /design/flow/constraint.sdc
export NUM_CORES = 4
export LEC_CHECK = 1
export CORE_UTILIZATION = 40
==> flow_results.xml <==
<?xml version="1.0" encoding="UTF-8"?>
<metrics>
  <group name="clock_tree">
    <metric name="cts-root-buf" unit="">clkbuf_8</metric>
    <metric name="worst_skew_pair.late_latency" unit="ns">0.25</metric>
    <metric name="cts_inserted_buffers" unit="">3</metric>
    <metric name="cts.clk_slew.worst_paths" unit="ns">0.07</metric>
    <metric name="maximum_root_to_sink_buffer_count" unit="">2</metric>
    <metric name="clock_sink_count" unit="">19</metric>
    <metric name="cts_hold_buffers" unit="">0</metric>
    <metric name="cts_h_tree_lvls" unit="">1</metric>
    <metric name="tritoncts" unit="">yes</metric>
  </group>
  <group name="sta">
    <metric name="setup_repair_after_global_routing_missed_its_margin" unit="">yes</metric>
    <metric name="max_slew.worst_pin.slew" unit="ns">0.6436</metric>
    <metric name="timing_hold_violations_final" unit="">0</metric>
    <metric name="accumulated_negative_setup_slack" unit="ns">-22.50</metric>
    <metric name="finalSetupViolCount" unit="">7</metric>
    <metric name="fin_ws" unit="ns">-3.258</metric>
    <metric name="timing.slew.headroom" unit="%">56.53</metric>
    <metric name="timing.hold.ws" unit="ns">0.4704</metric>
    <metric name="worst_clock_skew" unit="ns">0.003085</metric>
    <metric name="fin_crit_sh" unit="%">129.6</metric>
    <metric name="layout_min_cycle_time" unit="ns">14.26</metric>
    <metric name="achievable-frequency" unit="GHz">0.07014</metric>
    <metric name="timing.final.max_slew_violations" unit="">0</metric>
  </group>
  <group name="yosys">
    <metric name="synthesized_instance_count" unit="">393</metric>
    <metric name="yosysTopAreaCellShare" unit="%">11.70</metric>
    <metric name="synth_stat.cells" unit="">393</metric>
    <metric name="synth.lib_cells_used.distinct" unit="">79</metric>
    <metric name="area_leaders" unit="">ha_1, dfxtp_1, xnor2_1</metric>
    <metric name="synth_seq_share" unit="%">12.48</metric>
    <metric name="ys_ff" unit="">19</metric>
    <metric name="yosys_area" unit="sq um">3208</metric>
    <metric name="synth-async-reset-ratio" unit="%">0</metric>
    <metric name="enable_flop_cells" unit="">2</metric>
    <metric name="synth.cell_area" unit="sq um">3208</metric>
    <metric name="flop_cell" unit="">dfxtp_1</metric>
    <metric name="synth-warning-count" unit="">3</metric>
    <metric name="synth.largest_area_cell" unit="">ha_1</metric>
    <metric name="synth.avg_cell_area" unit="sq um">8.163</metric>
  </group>
  <group name="grt">
    <metric name="grt_remaining_overflow" unit="">0</metric>
    <metric name="antenna_found_initial" unit="">0</metric>
    <metric name="grt_first_pass_wirelength" unit="um">16460</metric>
    <metric name="first_global_vias" unit="">3618</metric>
    <metric name="grt_usage" unit="%">24.39</metric>
    <metric name="grt_max_degree" unit="">12</metric>
  </group>
  <group name="worst_hold_path">
    <metric name="hold_class" unit="">flop to flop</metric>
    <metric name="min_delay_path_depth" unit="">1</metric>
  </group>
  <group name="worst_setup_path">
    <metric name="critPathMaxStageDelay" unit="ns">0.42</metric>
    <metric name="crit_buf_inv" unit="">8</metric>
    <metric name="cp_num_cells" unit="">56</metric>
    <metric name="critical_path.endpoint_type" unit="">primary output</metric>
    <metric name="timing.critical_path.fanout_max" unit="">6</metric>
    <metric name="critical-path-slowest-cell" unit="">or4_4</metric>
    <metric name="worst_ep_required_time" unit="ns">8.80</metric>
    <metric name="r2r.worst_path.cells" unit="">6</metric>
    <metric name="cpLargestDelayFamily" unit="">adder cells</metric>
    <metric name="critical_path_class" unit="">input pin to primary output</metric>
    <metric name="startpoint_type_of_the_worst_setup_path" unit="">input pin</metric>
    <metric name="path_common_cell" unit="">fa_2</metric>
    <metric name="arrival" unit="ns">12.06</metric>
    <metric name="flop2flop_setup_slack" unit="ns">9.34</metric>
  </group>
  <group name="run_status">
    <metric name="outcome" unit="">finished with violations</metric>
    <metric name="failed_checks" unit="">setup timing</metric>
  </group>
  <group name="run">
    <metric name="log.warning_count" unit="">44</metric>
    <metric name="maxCapViolCount" unit="">0</metric>
  </group>
  <group name="layout">
    <metric name="layout.cell_area.non_filler" unit="sq um">5446</metric>
    <metric name="synthToLayoutAreaGrowth" unit="%">69.77</metric>
    <metric name="finalCoreUtilization" unit="%">70.48</metric>
    <metric name="final_layout_size_suffix_gt1_share" unit="%">49.50</metric>
    <metric name="finalNonFillerCells" unit="">700</metric>
  </group>
  <group name="floorplan">
    <metric name="die_w" unit="um">91.56</metric>
    <metric name="fp.dieArea" unit="sq um">8382</metric>
    <metric name="die_height" unit="um">91.56</metric>
    <metric name="ios" unit="">39</metric>
    <metric name="initial_utilization" unit="%">41.52</metric>
    <metric name="floorplan.core_area" unit="sq um">7727</metric>
    <metric name="core.rowCount" unit="">32</metric>
  </group>
  <group name="placement">
    <metric name="postPlaceCellArea" unit="sq um">4718</metric>
    <metric name="gpl.final_weighted_congestion" unit="">0.9055</metric>
    <metric name="portBuffers" unit="">38</metric>
    <metric name="placedCellCount" unit="">637</metric>
    <metric name="place_ws" unit="ns">-4.036</metric>
    <metric name="post-dp-hpwl" unit="um">7077</metric>
  </group>
  <group name="drt">
    <metric name="drt-initial-drc-count" unit="">108</metric>
    <metric name="via_count" unit="">3678</metric>
    <metric name="post_drt_via_cell_ratio" unit="">5.254</metric>
    <metric name="antenna_left" unit="">0</metric>
    <metric name="route.antenna.diode_count" unit="">0</metric>
    <metric name="avgRoutedWirePerCell" unit="um">14.50</metric>
    <metric name="count_of_unresolved_drc_violations_after_routing" unit="">0</metric>
    <metric name="routed_wirelength" unit="um">10150</metric>
    <metric name="detail_route.first_pass.iterations" unit="">4</metric>
  </group>
</metrics>
## synthesized netlist by cell type (5+ instances only)
library cell	n
nor2_1	30
buf_2	6
fa_1	7
inv_1	33
dfxtp_1	17
ha_1	30
xnor2_1	22
o31ai_1	5
nand4_1	5
nand3_1	15
a21o_1	5
nand2_1	20
a21oi_1	19
buf_4	10
nand2b_1	7
o21ai_0	12
and3_1	8
nor2b_1	6
nor4_1	7
xor2_1	13
a31oi_1	5
mux2i_1	13
nor3_1	12
## registers in the layout, summed over array words and instances, names as in the netlist
| register | cells |
|---|---|
| display.clock_divider | 17 |
| display.refresh_counter | 2 |
## cell usage in the layout, fill, tap and decap left out, types with 4 or more instances in the layout
cell / count
xor2_1: 12
xnor2_1: 18
nor3_2: 5
a21oi_1: 14
buf_4: 179
buf_2: 7
xnor2_2: 4
ha_2: 8
nand2_1: 17
mux2i_1: 10
nand3_1: 15
clkdlybuf4s50_1: 25
fa_2: 7
a21oi_2: 4
inv_2: 5
o21ai_0: 10
nand4_1: 5
and3_1: 8
dfxtp_1: 17
nand2b_4: 4
nor3_1: 6
inv_1: 29
dlygate4sd2_1: 4
o21a_1: 4
a21o_1: 5
nor4_1: 5
o211ai_1: 4
a31oi_1: 5
ha_1: 14
ha_4: 8
nor2_1: 28
## per-layer routing
metal  GRT usage [%]  up-vias  routed length, um
met5               0        -                  0
met4           5.688        0                186
li1                -     1835                  -
met2           40.35       85               4631
met1           35.06     1739               4913
met3           1.871       19                421
## cells by family (layout without fill, tap and decap cells)
| kind of cell | Yosys count | after routing | synth area share, % |
|---|---|---|---|
| compound gates | 100 | 100 | 24.30 |
| simple gates | 129 | 129 | 22.00 |
| xor+xnor | 37 | 37 | 10.92 |
| flops | 19 | 19 | 12.48 |
| buf+inv | 52 | 257 | 7.488 |
| fa+ha+maj | 37 | 37 | 16.07 |
| mux | 19 | 19 | 6.747 |
## final timing paths
| path | from | end |
|---|---|---|
| worst min-delay path | display.clock_divider[16] | display.clock_divider[16] |
| worst max-delay path | sw[0] | seg[3] |
| worst min register to register | display.clock_divider[16] | display.clock_divider[16] |
| worst max register to register | display.clock_divider[2] | display.clock_divider[16] |
## timing repair
action	CTS	global route
gates resized	68	28
setup endpoints to repair	7	7
buffers inserted	47	16
pin swaps	46	38
## cell type report
class	instances	area [sq um]
Multi-Input combinational cell	322	3032
Fill cell	538	2281
Timing Repair Buffer	219	1713
Sequential cell	19	400.4
Inverter	34	127.6
Tap cell	102	127.6
Clock buffer	3	41.29
Clock inverter	1	5.005
